File: design/flow/run.sh
#!/bin/bash
# OpenROAD 26Q1-2900-gdf79404cd8, Yosys 0.63+post, stock flow scripts
make -C /OpenROAD-flow-scripts/flow DESIGN_CONFIG=/design/flow/config.mk WORK_HOME=/design/flow/orfs finish
File: design/flow/config.mk
export PLATFORM = sky130hd
export DESIGN_NAME = FIFO_Reg
export DESIGN_NICKNAME = FIFO_Reg
export VERILOG_FILES = /design/flow/design.v
export SDC_FILE = /design/flow/constraint.sdc
export NUM_CORES = 4
export LEC_CHECK = 1
export CORE_UTILIZATION = 30
File: design/flow/constraint.sdc
current_design FIFO_Reg

set clk_period 3.0
set clk_io_pct 0.2

create_clock -name clk0 -period $clk_period [get_ports {clk}]

set non_clock_inputs [all_inputs -no_clocks]
set_input_delay [expr $clk_period * $clk_io_pct] -clock clk0 $non_clock_inputs
set_output_delay [expr $clk_period * $clk_io_pct] -clock clk0 [all_outputs]
File: design/flow/design.v
module FIFO_Reg #(parameter width = 4)(
    input                  clk,
	input                  EN,     
	input                  rst_n,  
    input [width-1:0]      DataIn,    
	input                  W_EN,  
	input                  R_EN,  
    output reg             DIR,  
    output reg             DOR,  
    output reg [width-1:0] DataOut  
);
reg [width-1:0] dataReg [(2**width)-1:0]; 
reg [width-1:0] w_addr, r_addr;
always @(posedge clk or negedge rst_n)
begin
    if (~rst_n)
    begin
        DIR    <= 1;  
        DOR    <= 0;  
        w_addr <= 0;
        r_addr <= 0;
    end 
    else if (EN)begin
            if (W_EN) begin  
                if (w_addr == (2**width-1)) DIR = 0;  
                else begin
                        dataReg[w_addr] <= DataIn;
                        w_addr          <= w_addr + 1; 
                        DIR             <= 1;  
                    end
                end
            else if (R_EN) begin 
                            DataOut <= dataReg[r_addr];
                            r_addr  <= r_addr + 1;
                            DOR     <= 1;
                            if (r_addr == w_addr) begin 
                                DOR    <= 0;     
                                w_addr <= 0;
                                r_addr <= 0;
                            end
                      end
    end
end
endmodule : FIFO_Reg
==> impl_metrics.yaml <==
# implementation run metrics
floorplan:
  num_rows: 37
  die_w_um: 106
  core_sq_mm: 0.0104
  dieArea_sq_mm: 0.0112
  ioPinCount: 15
  fp_util_pct: 31.2
  die_h_um: 106
worst_hold_path:
  hp-class: "reg2reg"
  hold_depth: 1
  holdCritStartpoint: "DIR"
timing:
  finalHoldWorstSlack_ns: 0.516
  fin_setup_tns_ns: 0
  setup_viol: 0
  clock.fmax_mhz: 436
  period_needed_ns: 2.29
  hold_violations: 0
  slew_viol_final: 0
  relSlewSlack_pct: 43.3
  rsz0062_at_grt: "false"
  period_used_pct: 76.4
  finClkSkew_ns: 0.00760
  tightest_slew_ns: 0.851
cts:
  clock_latency_ns: 0.34
  path_clk_slew_ns: 0.07
  cts_tree: "built"
  cts_root_buffer: "clkbuf_8"
  cts_hold_buf: 0
  cts_setup_buffers: 0
  clock_path_buffers: 2
  clock-sinks: 74
  cts_buffers: 9
  cts_htree_levels: 3
  ctsResizeCount: 0
cells_and_area:
  lay_top_count: "edfxtp_1"
  layout_top_cells: "edfxtp_1 (64), nor2_1 (15), clkdlybuf4s50_1 (14), a22oi_1 (12), nand2_1 (11)"
  n_fill_cell: 1019
  area_delta_synth_final_pct: 13.3
  drive_gt1_share_pct: 10.7
  finalNonFillerCells: 388
power_and_ir_drop:
  p_per_area_mw_per_mm2: 830
  ir_worst_vdd_mv: 0.630
  p_leak_nw: 1.20
  p_clk_share_pct: 21.6
  swShare_pct: 35.9
  combPwrFrac_pct: 31.3
  internal_power_mw: 1.95
  switchingPower_mw: 1.09
  pwr-share-seq_pct: 47.2
setup_path:
  r2r_cells: 6
  critPathKind: "reg2reg"
  cp_data_arrival_time_ns: 2.38
  reg2reg_from: "r_addr[0]"
  worstPathRequired_ns: 3.09
  crit_start: "r_addr[0]"
  critical_path.max_fanout: 14
  cp-end-kind: "register"
  start_kind: "register"
global_routing:
  antenna_found_initial: 0
  grt_pass1_wl_um: 10900
  overflow: 0
  grt_use_total_pct: 13.4
  grt_pass1_vias: 2061
  grt_max_degree: 22
routing:
  wl_per_cell_um: 17.5
  num_antenna_cells: 0
  wirelength_um: 6780
  drc: 0
  viasPerCell: 5.05
  first_pass_iters: 5
  route.vias.total: 1960
  first_iter_violations: 101
  ant_nets: 0
yosys:
  ys.flops: 74
  ys.flop_type: "edfxtp_1"
  synth_cell_types: 51
  ys_seq_share_pct: 67.2
  ys_cells: 230
  syn_inst: 230
  yosys_area_sq_mm: 0.00323
  ys_async_sr_fraction_pct: 13.5
  edf_count: 64
  syn_area_per_cell_sq_um: 14.1
  mappedNetlistArea_sq_mm: 0.00323
  synth_warnings: 2
placed_design:
  place_inst: 372
  dp_hpwl_um: 4540
  place.gp.congestion: 0.820
  port_buffers: 14
status:
  outcome: "complete, no violations"
job:
  max_cap_viol_count: 0
  tool_warnings: 31
-- power by group through the flow --
stage                 Clock [mW]  Combinational (mW)  Sequential, mW
after CTS                  0.670               0.948            1.43
after global routing       0.714                1.06            1.46
final                      0.656               0.950            1.43
-- flip-flops by register name, indices dropped and copies added (netlist names) --
register  cells
DOR           1
DataOut       4
w_addr        4
DIR           1
r_addr        4
dataReg      60
-- critical path, stage by stage, from the launching register on --
cell	delay (ns)
dfrtp_1	0.46
inv_1	0.09
ha_1	0.43
a222oi_1	0.45
mux2i_1	0.15
a211oi_1	0.35
a21oi_1	0.11
-- cells by family after synthesis --
group	count (synthesis)	share of synthesized area (%)
AND/OR/NAND/NOR	64	10.7
adder cells (fa/ha/maj)	8	3.10
multiplexers	5	1.59
buffers and inverters	20	3.29
AND-OR/OR-AND	53	12.5
XOR/XNOR	6	1.63
flip-flops	74	67.2
-- final timing paths --
path / end / slack [ns]
min in group asynchronous: DOR / 0.71
worst min-delay path: DIR / 0.52
worst max-delay path: DataOut[3] / 0.71
max in group asynchronous: DIR / 2.07
worst min register to register: DIR / 0.52
worst max register to register: DataOut[3] / 0.71
-- per-layer routing --
metal	wire length (um)	global-route usage, %
met5	0	0
met4	197	3.27
met3	625	5.93
met2	3080	20.0
met1	2880	19.0
-- metrics by stage --
| step | utilization (%) | area, sq um | setup slack [ns] | total power, mW |
|---|---|---|---|---|
| 6_report | 35.3 | 3660 | 0.707 | 3.04 |
| 5_1_grt | 35.3 | 3660 | 0.574 | 3.23 |
| 4_1_cts | 35.3 | 3660 | 0.704 | 3.05 |
| 3_5_place_dp | 33.7 | 3490 | 0.390 | 2.40 |
| 3_3_place_gp | 33.7 | 3490 | 0.419 | 2.40 |
| 2_1_floorplan | - | 3230 | 1.17 | 2.15 |
-- synth_stat cells, types with 2 or more instances --
library cell  count  area share [%]
nor3b_1           3            0.70
o21ai_0           5            0.77
buf_2             4            0.62
a221oi_1          4             1.1
and4b_1           2            0.62
ha_1              8             3.1
inv_1             9             1.0
edfxtp_1         64              59
mux2i_1           4             1.2
nand2b_1          3            0.58
buf_6             3             1.0
o22ai_1           2            0.39
dfrtp_1           9             7.0
nor2_1           15             1.7
or2_2             2            0.39
nand4_1           3            0.58
nand3_1           9             1.4
and2_1            2            0.39
clkbuf_1          3            0.35
a22o_1            3            0.81
nor3_1            7             1.1
a21oi_1          10             1.5
a31oi_1           2            0.39
nand2_1          11             1.3
a222oi_1          2            0.62
xnor2_1           5             1.4
a22oi_1          12             2.8
-- cell type report --
type	instances	area (sq um)	share of cell area (%)
Timing Repair Buffer	17	163	4.44
Clock inverter	7	46.3	1.26
Multi-Input combinational cell	136	952	26.0
Clock buffer	9	124	3.38
Tap cell	136	170	4.65
Sequential cell	74	2170	59.3
Inverter	9	33.8	0.922
Power is estimated from default activity; no workload was simulated.
