==> flow/design.v <==
module BaudRateGen #(parameter oversampling_rate = 1,divisor_width = 16)(
	input clk, 
	input rst_n,
	input EN,
	input [divisor_width-1:0] Divisor,  
	output reg BCLK  
);
	reg [divisor_width-1:0] count, ratio;
	reg High_Flag, Low_Flag;
	always @(posedge clk or negedge rst_n) begin : Counter_Block
	  if (!rst_n) begin
	      count     <= 'b1; 
	  end
	  else if (EN) begin
	          count = count + 'b1; 	          
	          end
	end
	always @(*) begin
             ratio     <= (Divisor*oversampling_rate) >> 1;
	     if (!rst_n) begin
	         High_Flag <= 0;
	         Low_Flag  <= 0;
	     end
         if (Divisor[0] == 1) begin
                 if (count == ratio+1) begin
                      High_Flag <= 1;
                      Low_Flag  <= 0;
                 end
                  else if (count == ratio)begin
                      High_Flag <= 0;
                      Low_Flag  <= 1;   
                  end          
              end     
	end
	always @(posedge clk or negedge rst_n) begin : BaudRate_generation
	    if (!rst_n) begin
	        BCLK <= 1'b0;  
	    end
	    else if (EN) begin
	       if (Divisor[0] == 0) begin
	        if (count == ((Divisor*oversampling_rate)>>1)) begin
	        count <= 'b1;
	        BCLK  <= ~BCLK;
	        end
	        else BCLK <= BCLK;              
           end
           else begin
            if (High_Flag || Low_Flag) begin
            count <= 'b1;
            BCLK  <= ~BCLK;
            end
            else BCLK <= BCLK; 
           end
           end        
	end
endmodule : BaudRateGen
==> flow/run.sh <==
#!/bin/bash
# OpenROAD 26Q1-2900-gdf79404cd8, Yosys 0.63+post, stock flow scripts
make -C /OpenROAD-flow-scripts/flow DESIGN_CONFIG=/design/flow/config.mk WORK_HOME=/design/flow/orfs finish
==> flow/config.mk <==
export PLATFORM = sky130hd
export DESIGN_NAME = BaudRateGen
export DESIGN_NICKNAME = BaudRateGen
export VERILOG_FILES = /design/flow/design.v
export SDC_FILE = /design/flow/constraint.sdc
export NUM_CORES = 4
export LEC_CHECK = 1
export CORE_AREA = 10 10 70 70
export DIE_AREA = 0 0 80 80
==> flow/constraint.sdc <==
current_design BaudRateGen

set clk_period 1.0
set clk_io_pct 0.2

create_clock -name clk0 -period $clk_period [get_ports {clk}]

set non_clock_inputs [all_inputs -no_clocks]
set_input_delay [expr $clk_period * $clk_io_pct] -clock clk0 $non_clock_inputs
set_output_delay [expr $clk_period * $clk_io_pct] -clock clk0 [all_outputs]
==> flow_results.xml <==
<?xml version="1.0" encoding="UTF-8"?>
<metrics>
  <group name="status">
    <metric name="run_status" unit="">complete, but fails checks</metric>
    <metric name="failed_checks" unit="">setup timing</metric>
  </group>
  <group name="drt">
    <metric name="detail_route.drc_violations" unit="">0</metric>
    <metric name="met2_wirelength" unit="µm">718</metric>
    <metric name="drt-initial-drc-count" unit="">8</metric>
    <metric name="totalWireLength" unit="µm">1253</metric>
    <metric name="top_signal_layer_used" unit="">met4</metric>
    <metric name="met3WireLength" unit="µm">32</metric>
    <metric name="total_via_count_after_detailed_routing" unit="">382</metric>
    <metric name="viasPerCell" unit="">3.237</metric>
    <metric name="drt-pass1-iter-count" unit="">4</metric>
    <metric name="drt.antenna.violating_nets" unit="">0</metric>
    <metric name="routedWlPerCell" unit="µm">10.62</metric>
    <metric name="antennaDiodeCount" unit="">0</metric>
    <metric name="drt-met1-wl" unit="µm">487</metric>
  </group>
  <group name="timing">
    <metric name="final.period_utilization" unit="">1.298</metric>
    <metric name="timing.slew.headroom" unit="">0.8770</metric>
    <metric name="postLayoutSetupSlackWorst" unit="ns">-0.2975</metric>
    <metric name="max_freq" unit="GHz">0.7707</metric>
    <metric name="final.hold.worst_slack" unit="ns">0.3916</metric>
    <metric name="timing.final.hold_violations" unit="">0</metric>
    <metric name="worst_margin_pin_slew" unit="ns">0.1831</metric>
    <metric name="timing_max_transition_violations_final" unit="">0</metric>
    <metric name="unrepaired_setup_endpoints_after_global_routing" unit="">yes</metric>
    <metric name="unclocked_regs" unit="">2</metric>
    <metric name="totalNegativeSetupSlack" unit="ns">-0.2975</metric>
    <metric name="period_minus_slack" unit="ns">1.298</metric>
    <metric name="worst_clock_skew" unit="ns">0</metric>
    <metric name="finalSetupViolations" unit="">1</metric>
    <metric name="number_of_unconstrained_endpoints" unit="">2</metric>
  </group>
  <group name="clock_tree">
    <metric name="clkLatencyLatePin" unit="ns">0</metric>
    <metric name="cts-hold-fix-buffers" unit="">0</metric>
    <metric name="path_clk_slew" unit="ns">0</metric>
  </group>
  <group name="die">
    <metric name="fp.coreArea" unit="µm²">3416</metric>
    <metric name="placementRows" unit="">21</metric>
    <metric name="fp_util" unit="">0.05604</metric>
    <metric name="chip_area" unit="µm²">6400</metric>
    <metric name="num_io_pins" unit="">20</metric>
    <metric name="die_w" unit="µm">80</metric>
    <metric name="chipHeight" unit="µm">80</metric>
  </group>
  <group name="finish">
    <metric name="n_fill_cell" unit="">374</metric>
    <metric name="final_cells" unit="">118</metric>
    <metric name="final_common_cell" unit="">sky130_fd_sc_hd__buf_4</metric>
    <metric name="layout-drive-gt1-share" unit="">0.5417</metric>
    <metric name="final_layout_top_logic_cells" unit="">27 x sky130_fd_sc_hd__buf_4, 7 x sky130_fd_sc_hd__dlymetal6s2s_1, 5 x sky130_fd_sc_hd__clkbuf_2</metric>
    <metric name="areaGrowthSynthToFinish" unit="%">255.6</metric>
  </group>
  <group name="synth">
    <metric name="synth_area_per_cell" unit="µm²">7.363</metric>
    <metric name="top_cells_by_area" unit="">sky130_fd_sc_hd__dlxtn_1 16%, sky130_fd_sc_hd__mux2i_1 16%, sky130_fd_sc_hd__dfrtp_1 13%</metric>
    <metric name="synth.distinct_cells" unit="">12</metric>
    <metric name="synth_flops" unit="">3</metric>
    <metric name="yosys.area.top_type" unit="">sky130_fd_sc_hd__dlxtn_1</metric>
    <metric name="post_synthesis_cells" unit="">26</metric>
    <metric name="yosys_stat_chip_area" unit="µm²">191.4</metric>
    <metric name="yosys-stat-cells" unit="">26</metric>
    <metric name="synth.cell_area" unit="µm²">191.4</metric>
    <metric name="top_area_frac" unit="">0.1569</metric>
    <metric name="synthesis.yosys.warnings" unit="">35</metric>
  </group>
  <group name="placement">
    <metric name="globalplace.congestion" unit="">0.6965</metric>
    <metric name="pre_cts_slack" unit="ns">-0.6409</metric>
    <metric name="detailed_place_hpwl" unit="µm">740.3</metric>
    <metric name="io_buffers" unit="">19</metric>
    <metric name="place.detailed.instances" unit="">94</metric>
  </group>
  <group name="global_routing">
    <metric name="grt_overflow_total" unit="">0</metric>
    <metric name="grt_pass1_vias" unit="">393</metric>
    <metric name="largest_net_degree_at_the_start_of_global_routing" unit="">6</metric>
    <metric name="grt_first_pass_wirelength" unit="µm">1945</metric>
    <metric name="initial_antenna_violation_count" unit="">0</metric>
    <metric name="grtUsageTotal" unit="">0.03679</metric>
  </group>
  <group name="critical_path">
    <metric name="cp_slowest_cell" unit="">sky130_fd_sc_hd__clkdlybuf4s50_1</metric>
    <metric name="start_kind" unit="">input port</metric>
    <metric name="required" unit="ns">0.87</metric>
    <metric name="critical_path.max_stage_delay" unit="ns">0.51</metric>
    <metric name="crit_path_cell_trace" unit="">clkdlybuf4s50_1 &gt; o21ai_0 &gt; a221o_1</metric>
    <metric name="setup.worst_path.class" unit="">input port to flop</metric>
    <metric name="critical_path_arrival" unit="ns">1.17</metric>
    <metric name="worstSetupEndpointType" unit="">flop</metric>
    <metric name="timing.critical_path.fanout_max" unit="">3</metric>
  </group>
  <group name="run">
    <metric name="timing.max_cap.violations" unit="">0</metric>
    <metric name="warning_count" unit="">31</metric>
  </group>
  <group name="pwr">
    <metric name="worst_ir_drop_vdd" unit="µV">184.0</metric>
    <metric name="cellLeakagePower" unit="nW">0.3639</metric>
    <metric name="power.density_cell_area" unit="nW/µm²">252.2</metric>
  </group>
  <group name="hold_path">
    <metric name="min_path_type" unit="">input port to async pin</metric>
  </group>
</metrics>
[final timing paths]
path	slack [ns]	end	cells after the start	from
min	0.39	BCLK	1	rst_n
max in group asynchronous	0.47	BCLK	1	rst_n
max reg2reg	-0.08	BCLK	4	BCLK
max	-0.30	BCLK	3	EN
min in group clk0	0.55	BCLK	2	Divisor[0]
min reg2reg	0.70	BCLK	3	BCLK
[layer usage]
metal  up-vias  track usage
li1        189            -
met1       187      0.04111
met4         0            0
met5         -            0
met3         2     0.004545
met2         4      0.07464
[cells by family (layout without fill, tap and decap cells)]
family,Yosys count,in the layout,share of synthesized area
flops,1,1,0.1307
latches,2,2,0.1569
mux,3,3,0.1569
simple gates,13,13,0.3660
buf+inv,3,49,0.05882
compound gates,4,4,0.1307
[critical path: cells and delay by family]
family	cells	cell delay [ns]
buf+inv	1	0.51
compound gates	2	0.45
[area by class of cell]
type,count,area [µm²],share of cell area
Timing Repair Buffer,46,386.6,0.5680
Multi-Input combinational cell,20,170.2,0.2500
Tap cell,46,57.56,0.08456
Sequential cell,3,55.05,0.08088
Inverter,3,11.26,0.01654
[sequential cells by signal, summed over array words and instances (netlist names)]
register	count
High_Flag	1
BCLK	1
Low_Flag	1
[Yosys cell counts]
library cell,instances
sky130_fd_sc_hd__nor2_1,2
sky130_fd_sc_hd__dfrtp_1,1
sky130_fd_sc_hd__mux2i_1,3
sky130_fd_sc_hd__or2_4,1
sky130_fd_sc_hd__and2_2,1
sky130_fd_sc_hd__a221o_1,1
sky130_fd_sc_hd__nand4_1,2
sky130_fd_sc_hd__inv_1,3
sky130_fd_sc_hd__nor4_1,3
sky130_fd_sc_hd__dlxtn_1,2
sky130_fd_sc_hd__nand2_1,4
sky130_fd_sc_hd__o21ai_0,3
[stage by stage]
stage | total power [mW] | util | cell area [µm²]
finish | 0.1717 | 0.1993 | 680.7
global route | 0.1809 | 0.1993 | 680.7
CTS | 0.1724 | 0.1945 | 664.4
detailed placement | 0.1755 | 0.1458 | 498.0
global placement | 0.1738 | 0.1458 | 498.0
floorplan | 0.07281 | - | 227.7
[power by group]
group / total (mW) / switching, mW / internal (mW)
logic: 0.120 / 0.0457 / 0.0744
registers: 0.0516 / 0.00424 / 0.0473
clock network: 0 / 0 / 0
total: 0.172 / 0.0499 / 0.122
[timing repair]
action	CTS	global route
gates resized	5	26
setup buffers	23	1
pin swaps	1	5
endpoints found under the setup margin	2	1
Power is estimated from default activity; no workload was simulated.
