`./config.mk`:
```
export PLATFORM = sky130hd
export DESIGN_NAME = FIFO
export DESIGN_NICKNAME = FIFO
export VERILOG_FILES = /design/flow/design.v
export SDC_FILE = /design/flow/constraint.sdc
export NUM_CORES = 4
export LEC_CHECK = 1
export CORE_UTILIZATION = 50
```
`./constraint.sdc`:
```
current_design FIFO

set clk_period 3.4
set clk_io_pct 0.2

create_clock -name clk0 -period $clk_period [get_ports {clk_read}]
create_clock -name clk1 -period $clk_period [get_ports {clk_write}]

set non_clock_inputs [all_inputs -no_clocks]
set_input_delay [expr $clk_period * $clk_io_pct] -clock clk0 $non_clock_inputs
set_output_delay [expr $clk_period * $clk_io_pct] -clock clk0 [all_outputs]
```
`./design.v`:
```
module FIFO #(parameter ADDR_WIDTH = 5, DATA_WIDTH = 8 )(
    input                       clk_read,
    input                       clk_write,
    input                       rst_n,  
    input [DATA_WIDTH-1:0]      DataIn,    
    input                       Wr_enable,  
    input                       Read_enable,  
    output reg [DATA_WIDTH-1:0] DataOut,  
    output reg                  Empty,  
    output reg                  Full  
);
	reg [DATA_WIDTH-1:0] dataReg [(2**ADDR_WIDTH)-1:0]; 
	reg [ADDR_WIDTH-1:0] w_addr,  
	                     r_addr;  
	reg [ADDR_WIDTH-1:0] counter;
	reg                  full_reg, empty_reg;
always @(posedge clk_read or negedge rst_n) begin : Read_Control
        if (~rst_n) begin
        r_addr  <= 0;
        Empty   <= 1;
        DataOut <= 0;
        counter <= 0;
        end
        else if (Read_enable) begin
                if (empty_reg) begin
                    Empty   <= 1;
                    DataOut <= 0;
                end
                else begin
                    Empty   <= 0;
                    DataOut <= dataReg[r_addr];
                    counter <= counter - 1;
                    if (r_addr == (2**ADDR_WIDTH)-1) begin
                        r_addr <= 0;
                    end
                    else begin
                        r_addr  <= r_addr + 1;
                    end    
                end       
        end
        else Empty   <= empty_reg;
    end
    always @(posedge clk_write or negedge rst_n) begin : Write_Control
        if (~rst_n) begin
        w_addr   <= 0;
        Full     <= 0;
        end
        else if (Wr_enable) begin
                if (full_reg) begin
                    Full <= 1;
                end
                else begin
                    Full <= 0;    
                    dataReg[w_addr] <= DataIn;
                    counter         <= counter + 1;
                    if (w_addr == (2**ADDR_WIDTH) - 1) begin
                        w_addr <= 0;
                    end
                    else begin
                            w_addr <= w_addr + 1;
                    end    
                end   
        end
        else Full <= full_reg;
    end
    always @(counter) begin : Flag_Logic
        if (counter == (2**ADDR_WIDTH)) begin  
            full_reg = 1;
        end
        else if (counter == 0 ) begin
            empty_reg = 1;
        end
        else begin
                full_reg  = 0;
                empty_reg = 0;
        end
    end
endmodule : FIFO
```
`./run.sh`:
```
#!/bin/bash
# OpenROAD 26Q1-2900-gdf79404cd8, Yosys 0.63+post, stock flow scripts
make -C /OpenROAD-flow-scripts/flow DESIGN_CONFIG=/design/flow/config.mk WORK_HOME=/design/flow/orfs finish
```
==> results.txt <==
run metrics: post-synth top area share 0.674, biggest area cells sky130_fd_sc_hd__edfxtp_1 (67%), sky130_fd_sc_hd__dfrtp_1 (4.9%), sky130_fd_sc_hd__mux2i_1 (2.6%), flops & latches, synth 285, stage where the flow stopped 1_2_yosys, status aborted with a tool error, cell with the most instances after synthesis sky130_fd_sc_hd__edfxtp_1, error that ended the run ERROR: Found 5 problems in 'check -assert'., library cells used by synthesis 69, post-synthesis sequential area ratio 0.726, most common flop cell mapped by yosys sky130_fd_sc_hd__edfxtp_1, cell taking the most area after synthesis sky130_fd_sc_hd__edfxtp_1, warning count from the yosys run 2, Post-synth EDFFs 261, yosys cell count 769, Yosys chip area 11,600 sq um, cell types with the highest counts after synthesis sky130_fd_sc_hd__edfxtp_1 (261), sky130_fd_sc_hd__nand2_1 (50), sky130_fd_sc_hd__nor2_1 (46), sky130_fd_sc_hd__nand3_1 (38), async set or reset register ratio after synthesis 0.0842
-- kinds of logic after synthesis --
| family | Yosys count | share of synthesized area |
|---|---|---|
| buffers and inverters | 63 | 0.0304 |
| xor gates and xnor gates | 6 | 0.00452 |
| adders and majority gates | 14 | 0.0151 |
| muxes | 41 | 0.0413 |
| DFF | 285 | 0.726 |
| other | 1 | 0.000322 |
| and+or+nand+nor | 204 | 0.0852 |
| AOI/OAI and AO/OA | 155 | 0.0977 |
